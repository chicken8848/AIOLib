===== config.mk =====
export PLATFORM = sky130hd
export DESIGN_NAME = memory
export DESIGN_NICKNAME = memory
export VERILOG_FILES = /design/flow/design.v
export SDC_FILE = /design/flow/constraint.sdc
export NUM_CORES = 4
export LEC_CHECK = 1
export CORE_UTILIZATION = 40

===== constraint.sdc =====
current_design memory

set clk_period 3.6
set clk_io_pct 0.2

create_clock -name clk0 -period $clk_period [get_ports {clk}]

set non_clock_inputs [all_inputs -no_clocks]
set_input_delay [expr $clk_period * $clk_io_pct] -clock clk0 $non_clock_inputs
set_output_delay [expr $clk_period * $clk_io_pct] -clock clk0 [all_outputs]

===== design.v =====
module memory #(
  parameter INIT_FILE = ""
) (
  input clk,
  input w_en,
  input r_en,
  input [3:0] w_addr,
  input [3:0] r_addr,
  input [7:0] w_data,
  output reg [7:0] r_data
);
reg [7:0] mem [0:15];
always @ (posedge clk) begin
  if (w_en == 1'b1) begin
    mem[w_addr] <= w_data;
  end
  if (r_en == 1'b1) begin
    r_data <= mem[r_addr];
  end
end
initial if (INIT_FILE) begin
  $readmemh(INIT_FILE, mem);
end
endmodule

===== run.sh =====
#!/bin/bash
# OpenROAD 26Q1-2900-gdf79404cd8, Yosys 0.63+post, stock flow scripts
make -C /OpenROAD-flow-scripts/flow DESIGN_CONFIG=/design/flow/config.mk WORK_HOME=/design/flow/orfs finish

==> summary.json <==
{
  "holdCritStartpoint": {"value": "mem[14][3]"},
  "flow.area_growth_from_synthesis": {"value": 20.2, "unit": "%"},
  "buffer_cell_driving_the_clock_tree_root": {"value": "clkbuf_16"},
  "grt_max_degree": {"value": 33},
  "critical_path_required": {"value": 3630, "unit": "ps"},
  "synthesis.area": {"value": 0.00523, "unit": "sq mm"},
  "ys_seq_elements": {"value": 136},
  "synth_cells": {"value": 229},
  "power_density": {"value": 565, "unit": "mW/mm^2"},
  "irDropWorstVdd": {"value": 0.292, "unit": "mV"},
  "clock_insertion_delay_worst_skew": {"value": 400, "unit": "ps"},
  "cts_tree": {"value": "built"},
  "port_buffers": {"value": 26},
  "fillers": {"value": 1012},
  "grt_pass1_vias": {"value": 2582},
  "rsz0062_at_grt": {"value": "no"},
  "avgSynthCellArea": {"value": 22.8, "unit": "sq um"},
  "clock-skew-final": {"value": 3.56, "unit": "ps"},
  "criticalPathCategory": {"value": "primary input to register"},
  "seq_area_frac_synth": {"value": 0.781},
  "top_level_ports": {"value": 27},
  "post_drt_wl_per_cell": {"value": 20.9, "unit": "um"},
  "vias_per_cell": {"value": 5.20},
  "hold-worst-slack": {"value": 751, "unit": "ps"},
  "antenna_found_initial": {"value": 0},
  "finalHoldViolCount": {"value": 0},
  "placed_instance_count": {"value": 433},
  "drt_pre_antenna_iters": {"value": 5},
  "grt_pass1_wl": {"value": 14600, "unit": "um"},
  "fp.coreArea": {"value": 0.0127, "unit": "sq mm"},
  "drtAntennaViolNets": {"value": 0},
  "ctsHtreeMaxLevel": {"value": 4},
  "postCtsSetupBuffers": {"value": 0},
  "hpwlAfterDp": {"value": 5980, "unit": "um"},
  "synth.area.top_cells": {"value": "edfxtp_1 78%, mux4_2 7.8%, mux4_1 7.0%, a22oi_1 2.3%, nor2_1 0.93%"},
  "die_area": {"value": 0.0135, "unit": "sq mm"},
  "outcome": {"value": "finished clean"},
  "synth_stat.cells": {"value": 229},
  "starting_drc_count_in_detailed_routing": {"value": 137},
  "final.period_utilization": {"value": 0.665},
  "horizontal_extent_of_the_die": {"value": 116, "unit": "um"},
  "post_synth_num_cell_types": {"value": 18},
  "wirelength": {"value": 9660, "unit": "um"},
  "insertedDiodeCount": {"value": 0},
  "log.warning_count": {"value": 25},
  "ctsLongestPathBuffers": {"value": 2},
  "grt_util_all_layers": {"value": 0.169},
  "hold_path_class": {"value": "register to register"},
  "layoutNonFillerInstCount": {"value": 463},
  "final-max-slew-violation-count": {"value": 0},
  "grt_overflow": {"value": 0},
  "share_of_final_layout_standard_cells_stronger_than_drive_strength_1": {"value": 0.213},
  "clkSlewWorstSetupHoldPaths": {"value": 60, "unit": "ps"},
  "worstRegToRegCells": {"value": 3},
  "clock_sink_count": {"value": 136},
  "floorplan.die.height": {"value": 116, "unit": "um"},
  "synth_chip_area": {"value": 0.00523, "unit": "sq mm"},
  "hold-path-cell-count": {"value": 3},
  "finalWorstPathRequiredPeriod": {"value": 2390, "unit": "ps"},
  "floorplan.rows": {"value": 41},
  "max_freq": {"value": 418, "unit": "MHz"},
  "synth_top_area_share": {"value": 0.781},
  "total_leakage_power": {"value": 2.06, "unit": "nW"},
  "worstPathArrival": {"value": 2420, "unit": "ps"},
  "yosys_warnings": {"value": 1},
  "via_count": {"value": 2408},
  "hold_fix_buffers_cts": {"value": 0},
  "setup_crit_start_kind": {"value": "primary input"},
  "post_detailed_route_drc_marker_count": {"value": 0},
  "cap_violations": {"value": 0},
  "timing.hold.worst_endpoint": {"value": "r_data[3]"},
  "cts_resized": {"value": 0},
  "endpoint_kind": {"value": "register"},
  "worst_margin_slew": {"value": 858, "unit": "ps"},
  "tns": {"value": 0, "unit": "ps"},
  "synthDominantAreaCellType": {"value": "edfxtp_1"},
  "worstReg2RegStart": {"value": "mem[1][0]"},
  "reg2reg_to": {"value": "r_data[0]"},
  "max_slew_margin": {"value": 0.426},
  "initCoreUtil": {"value": 0.413},
  "rrSetupSlack": {"value": 2050, "unit": "ps"},
  "routabilityCongestion": {"value": 0.812},
  "crit_path_max_fanout": {"value": 8},
  "finalSetupViolCount": {"value": 0},
  "num_cts_buffers": {"value": 17}
}
==> final cells by class <==
| class | instances | area, sq um | area share |
|---|---|---|---|
| sequential | 136 | 4080 | 0.650 |
| multi-input combinational | 83 | 1060 | 0.168 |
| clock buffer | 18 | 429 | 0.0683 |
| timing repair buffer | 42 | 388 | 0.0617 |
| tap | 172 | 215 | 0.0342 |
| clock inverter | 12 | 111 | 0.0177 |
==> worst max-delay path by stage <==
stage                 start  depth (start not counted)        end
after CTS              w_en                          3  mem[2][2]
after global routing   w_en                          3  mem[3][2]
final                  w_en                          3  mem[3][0]
==> cells by family (layout without fill, tap and decap cells) <==
kind of cell,count (synthesis),in the layout,share of synthesized area
compound gates,16,16,0.0230
buf+inv,10,72,0.0165
flops,136,136,0.781
mux,32,32,0.148
simple gates,35,35,0.0314
==> cells in the final DEF, fill, tap and decap left out, types with 3 or more instances in the layout <==
cell             Yosys  layout
edfxtp_1           136     136
clkdlybuf4s50_1      0      25
mux4_2              18      18
clkbuf_16            0      17
a22oi_1             16      16
buf_4                1      15
mux4_1              14      14
nor2_1              13      13
nand2_1              9       9
clkinv_2             0       5
nor3_1               4       4
clkinv_1             0       3
==> sequential cells by signal, summed over array words and instances, names as in the netlist <==
signal	flops
mem	128
r_data	8
==> power by group <==
part           leakage (nW)  internal, mW  switching [mW]
logic                 0.561        0.0831          0.0888
registers              1.24          1.79         0.00832
clock network         0.263         0.994           0.588
==> worst max-delay path: stages <==
cell	delay, ps
clkdlybuf4s50_1	520
or3b_2	510
nor2_1	680
==> Yosys cell counts, drive strengths merged <==
cell type      number
edfxtp            136
mux4               32
a22oi              16
nor2               13
nand2               9
buf                 7
nor3                4
clkdlybuf4s25       3
nand2b              2
nand3b              2
and2                1
and2b               1
nand3               1
nor2b               1
or3b                1
==> per-stage QoR <==
step,worst slack [ps],total power [mW],area [sq um],utilization
global route,1140,3.66,6280,0.496
global placement,846,2.00,5740,0.453
detailed placement,781,2.00,5740,0.453
finish,1210,3.55,6280,0.496
CTS,1210,3.57,6280,0.496
floorplan,1390,1.91,5230,-
==> layer usage <==
metal,part of all wire,wire [um],up-vias,track usage
li1,-,-,1081,-
met1,0.39,3790,1185,0.251
met2,0.48,4630,133,0.246
met3,0.12,1120,9,0.0994
met4,0.013,121,0,0.0197
met5,0,0,-,0
Power is estimated from default activity; no workload was simulated.
